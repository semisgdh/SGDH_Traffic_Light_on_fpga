[./config.mk]
export PLATFORM = sky130hd
export DESIGN_NAME = sgdh_traffic_light_top_fpga
export DESIGN_NICKNAME = sgdh_traffic_light_top_fpga
export VERILOG_FILES = /design/flow/design.v
export SDC_FILE = /design/flow/constraint.sdc
export NUM_CORES = 4
export LEC_CHECK = 1
export CORE_UTILIZATION = 30
[./design.v]
`timescale 1ns/1ps
module sgdh_traffic_light_core #(
    parameter RED_TIME = 5, 
    parameter YELLOW_TIME = 2, 
    parameter GREEN_TIME = 4
) (
    input wire clk,
    input wire areset,
    input wire switch_en,
    output reg [2:0] light  
);
`timescale 1ns/1ps
function [32-1:0] decrement;
    input [32-1:0] value;
    begin
        decrement = value - 1;
    end
endfunction
initial begin   
    if(RED_TIME <= 0 || YELLOW_TIME <= 0 || GREEN_TIME <= 0) begin
        $display("Error in %m: TIME Setting must be larger than 0");
        $finish;
    end
end
localparam RED = 3'b100;
localparam YELLOW = 3'b010;
localparam GREEN = 3'b001;
localparam S_RED = 2'b00;
localparam S_GREEN = 2'b01;
localparam S_YELLOW = 2'b10;
reg [1:0] state, n_state;  
reg [32-1:0] timer, n_timer;
reg [2:0] n_light;
always @(posedge clk or posedge areset) begin
    if (areset) begin
        state <= S_RED;
        timer <= 1;  
        light <= RED;
    end else begin
        state <= n_state;
        timer <= n_timer;
        light <= n_light;
    end
end
always @(*) begin
    n_state = state;
    n_timer = timer;
    n_light = light;
    if (switch_en) begin
        if (timer == 1) begin
            case (state)
                S_RED: begin
                    n_state = S_GREEN;
                    n_timer = GREEN_TIME;
                    n_light = GREEN;
                end
                S_GREEN: begin
                    n_state = S_YELLOW;
                    n_timer = YELLOW_TIME;
                    n_light = YELLOW;
                end
                S_YELLOW: begin
                    n_state = S_RED;
                    n_timer = RED_TIME;
                    n_light = RED;
                end
            endcase
        end else begin
            n_timer = decrement(timer);  
        end
    end else begin
        n_light = 0;
    end
end
endmodule
`timescale 1ns/1ps
module sgdh_traffic_light_top #(
    parameter RED_TIME_C0       = 3, 
    parameter YELLOW_TIME_C0    = 1, 
    parameter GREEN_TIME_C0     = 2,
    parameter RED_TIME_C1       = 3, 
    parameter YELLOW_TIME_C1    = 1, 
    parameter GREEN_TIME_C1     = 2
) (
    input clk,
    input areset,
    input switch_en_c0,
    input switch_en_c1,
    output [2:0] light_c0,  
    output [2:0] light_c1  
);
sgdh_traffic_light_core #(
    .RED_TIME       (RED_TIME_C0       ), 
    .YELLOW_TIME    (YELLOW_TIME_C0    ), 
    .GREEN_TIME     (GREEN_TIME_C0     )
) u_sgdh_traffic_light_core_0 (
    .clk            (clk),
    .areset         (areset),
    .switch_en      (switch_en_c0),
    .light          (light_c0) 
);
generate
  if ((RED_TIME_C1 == 0 ) || (YELLOW_TIME_C1 == 0) || (GREEN_TIME_C1 == 0)) begin 
    assign light_c1 = 0;
  end 
  else begin
  sgdh_traffic_light_core #(
    .RED_TIME       (RED_TIME_C1       ), 
    .YELLOW_TIME    (YELLOW_TIME_C1    ), 
    .GREEN_TIME     (GREEN_TIME_C1     )
) u_sgdh_traffic_light_core_1 (
    .clk            (clk),
    .areset         (areset),
    .switch_en      (switch_en_c1),
    .light          (light_c1) 
);
  end    
endgenerate
endmodule
`timescale 1ns / 1ps
module sgdh_traffic_light_top_fpga(
    input sysclk,
    input [1:0] sw,
    output [2:0] led  
    );
    sgdh_traffic_light_top #(
        .RED_TIME_C0(5 * 125000000),  
        .YELLOW_TIME_C0(1 * 125000000),
        .GREEN_TIME_C0(2 * 125000000),
        .RED_TIME_C1(0),   
        .YELLOW_TIME_C1(0),
        .GREEN_TIME_C1(0)
    ) u_sgdh_traffic_light_top_0 (
        .clk(sysclk),
        .areset(sw[0]),
        .switch_en_c0(sw[1]),
        .switch_en_c1(1'b0),
        .light_c0(led),
        .light_c1()
    );
endmodule
[./run.sh]
#!/bin/bash
# OpenROAD 26Q1-2900-gdf79404cd8, Yosys 0.63+post, stock flow scripts
make -C /OpenROAD-flow-scripts/flow DESIGN_CONFIG=/design/flow/config.mk WORK_HOME=/design/flow/orfs finish
[./constraint.sdc]
current_design sgdh_traffic_light_top_fpga

set clk_period 3.4
set clk_io_pct 0.2

create_clock -name clk0 -period $clk_period [get_ports {sysclk}]

set non_clock_inputs [all_inputs -no_clocks]
set_input_delay [expr $clk_period * $clk_io_pct] -clock clk0 $non_clock_inputs
set_output_delay [expr $clk_period * $clk_io_pct] -clock clk0 [all_outputs]
==> summary.rpt <==
OUTCOME
--------------------------------------------------------------------------------------
Status                                                                       completed

SETUP PATH
--------------------------------------------------------------------------------------
List of cells traversed by the critical path                              nor4_4 -> and4_1 -> a31oi_4 -> nand3_1 -> mux2_1
Dominant delay contributor by cell family on the critical path            simple AND/OR/NAND/NOR gates
Required time of the critical path                                             3.58 ns
Levels on crit path                                                                  5
Kind of critical path                                                          reg2reg
Buffering stage count on the worst path with inverters included                      0
Kind of capture point of the worst setup path                                 register
Register-to-Register Setup Slack                                               0.80 ns
Crit path DAT                                                                  2.78 ns
Worst path max stage delay                                                     0.65 ns
Largest fanout on the critical path                                                 13
Highest-delay cell along the critical path                                      and4_1
CP startpoint kind                                                            register
Cell count of the worst reg-to-reg path                                              5

DRT
--------------------------------------------------------------------------------------
Sum of met2 wire segment lengths after detailed routing                        2580 um
Uppermost layer routed                                                            met4
DRC violation total after the first TritonRoute iteration                          188
Drt drc                                                                              0
Met3 routed wirelength                                                          227 um
Number of diodes                                                                     0
Routed Antenna Nets                                                                  0
Detail-routed via count per cell                                                  5.74
Total wire length after detailed routing                                       6020 um
M1 WL                                                                          3110 um
First-pass DRT Iterations                                                            4
Routed via count                                                                  2054
Avg WL per Cell                                                                16.8 um

POWER
--------------------------------------------------------------------------------------
Leakage power summed over all cells                                            1.08 nW
Total power after layout                                                     0.00106 W
IR Drop Worst-Case VDD                                                        0.219 mV
Power per standard cell area                                               396 nW/um^2

YOSYS
--------------------------------------------------------------------------------------
Compound Share, Synth                                                            26.3%
Yosys warning count                                                                  1
Flop and latch count out of synthesis                                               38
Synthesized area per cell                                                    9.82 um^2
Seq/Total Area, Yosys                                                            38.9%
Top cells by area, synth                                                  dfrtp_1, nor4_4, dfstp_2, nor2_1, a21oi_1
Cell count after synthesis                                                         250
Most area-hungry cell type in the Yosys netlist                                dfrtp_1
Number of different library cells in the post-synthesis netlist                     58
Synth logic family                                                        AND-OR/OR-AND gates
Yosys stat area                                                              2450 um^2
Synth mux share                                                                  1.73%
Top area contributor share                                                       35.7%
Post-Synth Simple-Gate Area                                                      26.1%
Synth Area in Adders                                                             1.02%
Fraction of synthesized cell area in xor and xnor cells                          1.07%
Flip-flop cell with the highest count after synthesis                          dfrtp_1
Area of the mapped netlist                                                   2450 um^2
Number of cells in Yosys stat                                                      250
Post-synth ARST share                                                             100%
Synth top cell by count                                                        dfrtp_1
Post-synth EDFFs                                                                     0
Top cells by count, synth                                                 dfrtp_1, nor2_1, a21oi_1, o21ai_0, nand2_1

CLOCKING
--------------------------------------------------------------------------------------
Number of H-tree levels                                                              2
Post-CTS Repair Setup Buffers                                                        0
Clock slew at the register clock pins of the worst setup and hold paths        0.07 ns
Worst-case clock buffer depth                                                        2
TritonCTS clock tree                                                              done
Clock Sinks                                                                         38
Post-cts hold-fix buffer tally                                                       0
CTS buffer count                                                                     5
Clock Tree Root                                                               clkbuf_8
Post-CTS resize count                                                                0
Insertion delay at the late pin of the worst-skew pair                         0.30 ns

PLACE
--------------------------------------------------------------------------------------
Post-detailed-placement half-perimeter wirelength                              4100 um
Placement Cell Area                                                          2600 um^2
RD Place Congestion                                                              0.844
Count of input and output buffers                                                    5

FLOORPLANNING
--------------------------------------------------------------------------------------
Vertical extent of the die                                                     92.5 um
Initial core utilization                                                         31.4%
Std cell rows                                                                       32
Std-Cell Core Area                                                           7810 um^2
Die area                                                                     8550 um^2
Number of top-level pins                                                             6
Die W                                                                          92.5 um

TIMING
--------------------------------------------------------------------------------------
Worst rel slew slack                                                             50.9%
Fraction of the cycle the final worst path needs                                 76.6%
Aggregate negative setup slack                                                    0 ns
Setup repair after global routing missed its margin                              false
Peak clock frequency supported by timing                                     0.384 GHz
Setup-violating endpoint count in the final report                                   0
Fin crit period                                                                2.60 ns
Worst hold-check slack                                                        0.532 ns
Count of final max-slew check failures                                               0
Largest clock skew in the final design                                       0.0101 ns
Worst-margin pin slew                                                         0.733 ns
Hold Vio Cnt, Final                                                                  0

LAYOUT
--------------------------------------------------------------------------------------
Filler Cells Inserted                                                              798
Sequential cell area                                                          955 um^2
Growth of design area from synthesis to finish                                   9.12%
Multi-input gate area in the final layout                                    1380 um^2
Share of the core filled with cells in the final layout                          34.3%
Summed area of non-filler cells in the final layout                          2680 um^2
Share of post-route cells with drive strength above 1                            14.5%

GRT
--------------------------------------------------------------------------------------
Vias in the first global route                                                    2000
Aggregate global routing overflow                                                    0
GRT Total Usage                                                                  15.4%
Wire length of the first global-routing pass                                  10200 um
Antenna violations before repair                                                     0
Largest net degree at the start of global routing                                   39

WORST HOLD PATH
--------------------------------------------------------------------------------------
Instance count along the most critical hold path                                     1
Tightest Hold Check Type                                                       reg2reg

FLOW RUN
--------------------------------------------------------------------------------------
Max Cap Viol                                                                         0
Number of warnings the tools reported                                               26

-- path summary, 6_finish.rpt --
path | startpoint | end
setup reg to reg | register | register
hold / removal | register | register
min in group asynchronous | sw[0] | async pin
setup / recovery | register | register
hold reg to reg | register | register
max in group asynchronous | sw[0] | async pin
-- stage by stage --
stage               std cells  setup slack (ns)
finish                    358             0.796
global route              358             0.669
CTS                       358             0.822
detailed placement        350             0.829
global placement          350             0.884
floorplan                 250              1.40
-- cell families (layout without fill, tap and decap cells) --
logic type               count (synthesis)  in the layout
AND/OR/NAND/NOR                         95             95
AND-OR/OR-AND                           84             84
flip-flops                              38             38
buffers and inverters                   24             30
multiplexers                             4              4
XOR/XNOR                                 3              3
adder cells (fa/ha/maj)                  2              2
-- layout by cell type, fill, tap and decap left out, types with 3 or more instances in the layout --
master           netlist  layout
nand2b_1               3       3
a2bb2oi_1              5       5
o2bb2ai_1              3       3
nand2_1               14      14
o22ai_1                4       4
a21o_1                 6       6
nand3_1                3       3
nor4_2                 3       3
clkdlybuf4s50_1        0       5
o31ai_1                3       3
clkbuf_8               0       5
inv_1                 11      11
dfstp_2                3       3
a22oi_1                4       4
nor2_1                21      21
nor4_1                 5       5
nor3_2                 3       3
clkbuf_1               5       3
or3_1                  5       5
o211ai_1               3       3
o41ai_1                5       5
o21ai_0               15      15
or4_1                  3       3
buf_4                  3       6
dfrtp_1               35      35
xnor2_1                3       3
nor3_1                12      12
nor4_4                 4       4
nand4_1                6       6
a21oi_1               15      15
a311oi_1               3       3
-- worst register-to-register path: cells and delay by family, from the launching register on --
kind,cells,cell delay (ns)
simple gates,3,1.40
flops,1,0.47
compound gates,1,0.32
mux,1,0.32
-- power breakdown --
| part | leakage, nW | internal (W) | switching [W] | total, W |
|---|---|---|---|---|
| clock | 0.0395 | 0.000146 | 0.000156 | 0.000301 |
| sequential | 0.481 | 0.000495 | 0.0000738 | 0.000569 |
| combinational | 0.558 | 0.0000768 | 0.000114 | 0.000190 |
-- final cells by class --
class / count / area share (%)
Sequential cell: 38 / 35.6
Timing Repair Buffer: 11 / 3.55
Inverter: 11 / 1.54
Clock buffer: 8 / 2.99
Multi-Input combinational cell: 188 / 51.5
Tap cell: 102 / 4.76
-- metal layers --
metal | global-route usage (%) | vias to the layer above
li1 | - | 981
met1 | 24.9 | 1012
met2 | 22.5 | 50
met3 | 1.92 | 11
met4 | 3.39 | 0
met5 | 0 | -
-- state kept, by name (all words and copies together), names as in the netlist --
register,flops
u_sgdh_traffic_light_top_0.u_sgdh_traffic_light_core_0.light,3
u_sgdh_traffic_light_top_0.u_sgdh_traffic_light_core_0.state,3
u_sgdh_traffic_light_top_0.u_sgdh_traffic_light_core_0.timer,32
Power is estimated from default activity; no workload was simulated.
